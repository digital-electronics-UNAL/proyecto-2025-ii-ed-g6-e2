$ cat flow/run.sh
#!/bin/bash
# OpenROAD 26Q1-2900-gdf79404cd8, Yosys 0.63+post, stock flow scripts
make -C /OpenROAD-flow-scripts/flow DESIGN_CONFIG=/design/flow/config.mk WORK_HOME=/design/flow/orfs finish
$ cat flow/config.mk
export PLATFORM = sky130hd
export DESIGN_NAME = timer_2
export DESIGN_NICKNAME = timer_2
export VERILOG_FILES = /design/flow/design.v
export SDC_FILE = /design/flow/constraint.sdc
export NUM_CORES = 4
export LEC_CHECK = 1
export CORE_UTILIZATION = 50
$ cat flow/constraint.sdc
current_design timer_2

set clk_period 7.9
set clk_io_pct 0.2

create_clock -name clk0 -period $clk_period [get_ports {clk}]

set non_clock_inputs [all_inputs -no_clocks]
set_input_delay [expr $clk_period * $clk_io_pct] -clock clk0 $non_clock_inputs
set_output_delay [expr $clk_period * $clk_io_pct] -clock clk0 [all_outputs]
$ cat flow/design.v
module timer_2#(
parameter CLOCK_FREQ = 32'd50_000_000,  
parameter [5:0] INIT_HORAS   = 6'd0,
parameter [5:0] INIT_MINUTOS = 6'd0,
parameter [5:0] INIT_SEGUNDOS = 6'd10
) 
(
    input clk,
    input rst_n,
    input m_state,
    input motor_on,
    input sensor_on,
    input [2:0] porciones,
    output [5:0] o_seconds,  
    output [5:0] o_minutes,  
    output [6:0] o_hours,     
    output o_m_on
);
localparam ONE_SECOND = CLOCK_FREQ - 1;  
reg [5:0] seconds_cnt;   
reg [5:0] minutes_cnt;   
reg [6:0] hours_cnt;     
reg [31:0] counter_1sec;  
reg m_on = 0;
always @(posedge clk or negedge rst_n)  
begin
    if(!rst_n) begin
        seconds_cnt  <= INIT_SEGUNDOS;
        minutes_cnt  <= INIT_MINUTOS;
        hours_cnt    <= INIT_HORAS;
        m_on <= 1'b0;
    end else begin
        if (m_state == 1)begin
            m_on <= 0;
        end
        if (counter_1sec >= ONE_SECOND && (motor_on == 1'b1 ^ sensor_on == 1'b1) )begin
            counter_1sec <= 0;
            if (seconds_cnt == 0) begin  
                seconds_cnt <= 6'd59;
                if (minutes_cnt == 0) begin  
                    minutes_cnt <= 6'd59;
                    if (hours_cnt == 0) begin
                        if (porciones) begin
                            seconds_cnt <= 0;
                            minutes_cnt <= 0;
                            hours_cnt   <= 0;
                            m_on <= 0;
                        end else begin
                            seconds_cnt  <= INIT_SEGUNDOS;
                            minutes_cnt  <= INIT_MINUTOS;
                            hours_cnt    <= INIT_HORAS;
                            m_on <= 1'b1;
                        end
                    end else begin
                        hours_cnt <= hours_cnt - 1'b1;
                    end
                end else begin
                    minutes_cnt <= minutes_cnt - 1'b1;
                end
            end else begin
                seconds_cnt <= seconds_cnt - 1'b1;
            end
        end else begin
            counter_1sec <= counter_1sec + 1'b1;
        end
    end
end
assign o_seconds = seconds_cnt;
assign o_minutes = minutes_cnt;
assign o_hours   = hours_cnt;
assign o_m_on = m_on;
endmodule
==> load_flow_metrics.sql <==
-- flow metrics import
INSERT INTO impl_metrics (metric_group, metric, value, unit) VALUES
('logic_synthesis', 'synth_flops', '52', ''),
('logic_synthesis', 'syn_inst', '291', ''),
('sta', 'setup_tns', '0', 'ps'),
('place', 'count_of_buffers_from_port_buffering', '27', ''),
('logic_synthesis', 'edf_count', '32', ''),
('detailed_routing', 'via_to_cell_ratio', '5.58', ''),
('setup_path', 'cp-start-kind', 'input pin', ''),
('setup_path', 'crit_path_cell_trace', 'clkdlybuf4s50_1 > xor2_1 > o31a_1 > buf_4 > nand3_1 > mux2_2', ''),
('sta', 'timing.final.setup_violations', '0', ''),
('place', 'hpwl', '3650', 'µm'),
('place', 'gp_congestion', '0.860', ''),
('sta', 'final.setup_skew', '9.19', 'ps'),
('sta', 'postLayoutSetupSlackWorst', '4670', 'ps'),
('sta', 'maxSlewHeadroom', '44.3', '%'),
('clocking', 'clockBufferDepth', '2', ''),
('sta', 'finalCritPeriodShare', '40.9', '%'),
('detailed_routing', 'wire_per_inst', '13.9', 'µm'),
('sta', 'tightest_slew', '833', 'ps'),
('sta', 'rsz_0062_raised_after_global_routing', 'false', ''),
('layout', 'multiInputGateArea', '1380', 'µm²'),
('setup_path', 'worstPathMaxFanout', '39', ''),
('sta', 'timing.final.crit_period', '3230', 'ps'),
('global_routing', 'grt_pass1_vias', '2015', ''),
('clocking', 'post_cts_resized', '0', ''),
('global_routing', 'antenna_violations_before_repair', '0', ''),
('place', 'place_worst_setup_slack', '4330', 'ps'),
('floorplanning', 'chip_area', '6120', 'µm²'),
('detailed_routing', 'drt_pre_antenna_iters', '4', ''),
('setup_path', 'max_stage_delay_on_crit_path', '470', 'ps'),
('logic_synthesis', 'synth_seq_share', '50.4', '%'),
('logic_synthesis', 'yosys-stat-cells', '291', ''),
('setup_path', 'crit_arrival', '3420', 'ps'),
('logic_synthesis', 'syn-cell-area', '2900', 'µm²'),
('clocking', 'path_clk_slew', '80', 'ps'),
('clocking', 'cts_num_sinks', '52', ''),
('layout', 'filler_cell_count', '504', ''),
('clocking', 'cts.htree.levels', '2', ''),
('global_routing', 'grt_first_pass_wirelength', '9510', 'µm'),
('min_path', 'min-delay-path-class', 'reg -> reg', ''),
('setup_path', 'critical_path_required', '8090', 'ps'),
('clocking', 'insertion_delay', '300', 'ps'),
('setup_path', 'critical_path.endpoint_type', 'register', ''),
('logic_synthesis', 'synth_area_leader_cell', 'edfxtp_1', ''),
('logic_synthesis', 'ys.flop_type', 'edfxtp_1', ''),
('floorplanning', 'core_util_floorplan', '52.4', '%'),
('sta', 'fin_hold_ws', '502', 'ps'),
('status', 'status', 'completed', ''),
('power', 'worst_ir_drop_vdd', '0.171', 'mV'),
('floorplanning', 'floorplan.die.width', '78.2', 'µm'),
('clocking', 'holdBufCountCts', '0', ''),
('detailed_routing', 'drt_first_iter_violations', '129', ''),
('power', 'power.leakage', '1.23', 'nW'),
('power', 'fin_total_pwr', '878', 'µW'),
('sta', 'report.final.hold_viol_count', '0', ''),
('logic_synthesis', 'ys_async_sr_fraction', '38.5', '%'),
('floorplanning', 'num_rows', '27', ''),
('global_routing', 'global_route_usage_over_all_layers', '20.2', '%'),
('global_routing', 'total_overflow_reported_by_the_global_router', '0', ''),
('sta', 'slew_violations', '0', ''),
('sta', 'fmax', '309', 'MHz'),
('floorplanning', 'die-height', '78.2', 'µm'),
('job', 'maxCapViolations', '0', ''),
('layout', 'syn2layout_area_growth', '14.3', '%'),
('global_routing', 'grt_start_max_net_pins', '53', ''),
('clocking', 'cts_tree', 'built', ''),
('logic_synthesis', 'yosys.cell_types.count', '47', ''),
('power', 'pwr_density_cell', '264', 'nW/µm²'),
('clocking', 'cts_setup_buffers', '0', ''),
('detailed_routing', 'diode_insertion_count_for_antenna_repair', '0', ''),
('setup_path', 'reg2reg_depth', '7', ''),
('layout', 'layout-drive-gt1-share', '6.23', '%');
-- layout by cell type (no fill, tap or decap), types with 2 or more instances in the layout --
cell type        synthesis  layout
ha_1                     5       5
nor3_1                   9       9
nor4b_2                  2       2
mux2i_1                  2       2
nand4_1                  7       7
edfxtp_1                32      32
o41ai_1                  4       4
dfrtp_1                 18      18
clkbuf_1                 2       2
buf_4                    1       2
nand3_1                 19      19
o31ai_1                  3       3
xor2_1                  23      23
and3_1                  13      13
a21oi_1                  7       7
and2_1                   2       2
o21ai_1                  2       2
o21ai_0                  6       6
nor4_1                   5       5
a21o_1                   2       2
nand2_1                 22      22
mux2_2                   4       4
nor2_1                  54      54
dfstp_2                  2       2
or3_1                    3       3
nand2b_1                 2       2
clkbuf_8                 0       5
inv_1                    7       7
xnor2_1                  8       8
a31oi_1                  4       4
clkdlybuf4s50_1          0      26
-- state kept, by name, indices dropped and copies added (netlist names) --
signal and cells:
hours_cnt 7, m_on 1, counter_1sec 32, seconds_cnt 6, minutes_cnt 6
-- through the flow --
step / util [%] / instance area, µm² / cells
2_1_floorplan: - / 2900 / 291
3_3_place_gp: 58.5 / 3240 / 385
3_5_place_dp: 58.5 / 3240 / 385
4_1_cts: 59.9 / 3320 / 393
5_1_grt: 59.9 / 3320 / 393
6_report: 59.9 / 3320 / 393
-- per-layer routing --
layer	part of all wire, %	track usage (%)	routed length [µm]	vias up
li1	-	-	-	1107
met1	52	34.7	2840	1040
met2	44	30.3	2390	39
met3	3.3	2.72	181	8
met4	1.2	2.04	68	0
met5	0	0	0	-
-- layout make-up --
class,instances,share of cell area (%)
clock inverter,1,0.151
inverter,7,0.791
multi-input combinational,225,41.5
timing repair buffer,29,8.44
clock buffer,7,2.30
tap,72,2.71
sequential,52,44.1
-- critical path: cells and delay by family --
family	cells	cell delay, ps
AND-OR/OR-AND	1	210
XOR/XNOR	1	390
buffers and inverters	2	830
multiplexers	1	280
AND/OR/NAND/NOR	1	140
-- where the power goes --
part	switching [mW]	leakage [nW]	internal [mW]
Combinational	0.145	0.603	0.166
Sequential	0.0688	0.582	0.351
Clock	0.0838	0.0422	0.0624
-- worst paths after layout --
check                                  to  slack (ps)             from
setup / recovery           minutes_cnt[2]        4670         motor_on
hold / removal             seconds_cnt[3]         500   seconds_cnt[3]
setup reg to reg           minutes_cnt[1]        5350  counter_1sec[0]
hold reg to reg            seconds_cnt[3]         500   seconds_cnt[3]
max in group asynchronous  minutes_cnt[2]        6070            rst_n
min in group asynchronous    hours_cnt[4]        1400            rst_n
-- cell families (layout without fill, tap and decap cells) --
kind of cell / after synthesis / after routing / synth area share, %
muxes: 6 / 6 / 2.24
and+or+nand+nor: 146 / 146 / 24.6
DFF: 52 / 52 / 50.4
buffers and inverters: 14 / 44 / 2.11
xor gates and xnor gates: 31 / 31 / 9.35
adders and majority gates: 5 / 5 / 2.15
AOI/OAI and AO/OA: 37 / 37 / 9.13
-- Yosys cell counts, drive strengths merged, types with 2 or more instances --
master / number
o21ai: 8
nand3: 19
dfrtp: 18
xnor2: 8
or3: 3
o41ai: 4
a21oi: 7
dfstp: 2
a31oi: 4
nor3: 9
nor4b: 2
o31ai: 4
buf: 5
nand2: 22
nor4: 5
nand2b: 2
clkbuf: 2
ha: 5
edfxtp: 32
mux2i: 2
mux2: 4
inv: 7
and3: 13
xor2: 23
nand4: 7
a21o: 2
nor2: 54
and2: 3
Power and IR drop assume default switching activity.
