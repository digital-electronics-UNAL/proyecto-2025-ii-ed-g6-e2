**flow/run.sh**
```bash
#!/bin/bash
# OpenROAD 26Q1-2900-gdf79404cd8, Yosys 0.63+post, stock flow scripts
make -C /OpenROAD-flow-scripts/flow DESIGN_CONFIG=/design/flow/config.mk WORK_HOME=/design/flow/orfs finish
```
**flow/constraint.sdc**
```tcl
current_design div_m

set clk_period 6.1
set clk_io_pct 0.2

create_clock -name clk0 -period $clk_period [get_ports {clk}]

set non_clock_inputs [all_inputs -no_clocks]
set_input_delay [expr $clk_period * $clk_io_pct] -clock clk0 $non_clock_inputs
set_output_delay [expr $clk_period * $clk_io_pct] -clock clk0 [all_outputs]
```
**flow/design.v**
```verilog
module div_m(clk, clk_1);
input clk;  
output reg clk_1;  
reg [27:0] cont;  
initial begin  
    cont = 28'd0;
    clk_1 = 0;
end
always @(posedge clk)begin  
    cont = cont + 28'd1;  
    if(cont == 100000)begin  
        cont = 0;  
        clk_1 = ~clk_1;  
    end
end
endmodule
```
**flow/config.mk**
```make
export PLATFORM = sky130hd
export DESIGN_NAME = div_m
export DESIGN_NICKNAME = div_m
export VERILOG_FILES = /design/flow/design.v
export SDC_FILE = /design/flow/constraint.sdc
export NUM_CORES = 4
export LEC_CHECK = 1
export CORE_AREA = 10 10 92 92
export DIE_AREA = 0 0 102 102
```
==> Implementation_results.wiki <==
== Run summary ==
{| class="wikitable"
! Metric !! Value
|-
| Outcome || completed
|-
| Crit Path Max Fanout || 12
|-
| Number of standard cells in the final layout excluding fillers || 251
|-
| Post-synthesis cell count from yosys || 175
|-
| Share of the core filled by cells before placement || 24.8%
|-
| Sequential share of the synthesized area || 36.8%
|-
| Proportion of power drawn by combinational gates || 0%
|-
| Clock H-tree levels || 2
|-
| Clock tree from TritonCTS || built
|-
| R2R Path Start || cont[8]
|-
| Main logic family || simple AND/OR/NAND/NOR gates
|-
| Detailed-route DRC error count || 0
|-
| Number of flops mapped to enable cells by yosys || 1
|-
| Post-CTS Repair Setup Buffers || 0
|-
| Leakage power || 0.634 nW
|-
| Share of layout cells above drive strength 1 || 12.1%
|-
| Final setup vio count || 0
|-
| WP data arrival || 2.87 ns
|-
| Area share of the leading cell type in the synthesized netlist || 34.9%
|-
| Number of instances in the placed design || 243
|-
| Antenna violations before repair || 0
|-
| Final hold vios || 0
|-
| Setup slack of the most critical reg-to-reg path || 3.24 ns
|-
| Power density relative to cell area || 212 mW/mm2
|-
| Max-slew violation total from the final report || 0
|-
| Std-Cell Core Area || 0.00646 mm2
|-
| Top-Level Pins || 2
|-
| Resized Gates After CTS || 0
|-
| Critical path, cell by cell || and4_1, nand4_1, nor3_1, nand3_1, a211oi_4, and3_1
|-
| Type of element capturing the critical path || flip-flop
|-
| AND-OR/OR-AND Cells, Area Fraction || 9.83%
|-
| Clk network pwr share || 47.9%
|-
| Net switching power figure || 0.0729 mW
|-
| Antenna Nets Post-Route || 0
|-
| Count of unique library cells instantiated by Yosys || 45
|-
| Met1 Resource Use GR || 8.20%
|-
| Crit path largest cell delay || 0.52 ns
|-
| Hold/Removal Path Class || reg2reg
|-
| Pre-antenna DRT Iters || 4
|-
| Wire length per cell || 11.9 um
|-
| Min Clock Period, post-route || 2.86 ns
|-
| Data required time at the worst endpoint || 6.10 ns
|-
| Fraction of the mapped netlist area in adder cells || 0.780%
|-
| Die y size || 102 um
|-
| Most instantiated flip-flop cell in the synthesis netlist || dfxtp_1
|-
| Xor-xnor portion of the synthesized cell area || 14.7%
|-
| Standard-cell rows || 29
|-
| FMAX || 0.349 GHz
|-
| Part of the cycle the worst path needs || 47.0%
|-
| Worst setup startpoint || cont[8]
|-
| Share of total power in sequential cells || 52.1%
|-
| Yosys warning count || 1
|-
| Cts bufs inserted || 5
|-
| Vias after detailed routing || 1211
|-
| Final hold slack || 0.475 ns
|-
| Synth flops || 29
|-
| Hold path startpoint || cont[24]
|-
| Port bufs || 1
|-
| Top logic cells by instance count in the layout || 28 x dfxtp_1, 16 x nand2_1, 15 x xnor2_1
|-
| Largest net degree at the start of global routing || 13
|-
| Mux frac, synth || 0.624%
|-
| Total half-perimeter wirelength after legalization and detailed placement || 2120 um
|-
| Setup Skew || 0.00400 ns
|-
| Tot GR Track Use || 5.87%
|-
| Residual overflow from global routing || 0
|-
| Dominant logic cell type in the layout || dfxtp_1
|-
| Cell type with the highest aggregate area in the netlist || dfxtp_1
|-
| Peak VDD IR || 0.0579 mV
|-
| P&R area growth vs syn || 7.25%
|-
| First-pass GRT wire length || 5040 um
|-
| Number of instances in the synthesized netlist || 175
|-
| Clock Tree Buf Depth || 2
|-
| Critical R2R Capture || clk_1
|-
| Max-Cap Viols || 0
|-
| GR Util met2 || 9.09%
|-
| FFs w/ async S/R, synth || 0%
|-
| Total wire length || 2980 um
|-
| Global route hottest layer || met2
|-
| GP Congestion || 0.830
|-
| Switching portion of total power || 20.0%
|-
| Met3 Usage GRT || 1.64%
|-
| Horizontal die dimension || 102 um
|-
| Worst setup path endpoint || clk_1
|-
| Total number of clock tree sinks || 29
|-
| OpenROAD warning count || 25
|-
| Post-cts hold buffer count || 0
|-
| Setup repair after global routing missed its margin || false
|-
| Cell area after technology mapping || 0.00160 mm2
|-
| Vias in the first global route || 1091
|-
| Clock Tree Root || clkbuf_8
|-
| Worst-path cell with the longest stage delay || nor3_1
|-
| Biggest area cells || dfxtp_1 35%, xnor2_1 8.2%, xor2_1 6.6%
|-
| Basic-gate share of the synthesized area counting and, or, nand and nor cells || 30.3%
|-
| FF-to-FF path depth || 6
|-
| Critical path launch point type || flip-flop
|-
| Clk slew on worst S/H paths || 0.06 ns
|-
| Setup ws final || 3.24 ns
|-
| Total Die Area || 0.0104 mm2
|-
| Initial DRC Count || 63
|-
| Insertion delay of the later-clocked pin in the worst-skew pair || 0.28 ns
|-
| Routed vias/inst || 4.82
|-
| Transition time of the tightest slew-check pin || 0.891 ns
|-
| Worst slack at placement || 3.25 ns
|-
| Remaining max-slew budget at the tightest pin || 40.1%
|-
| Chip area estimate from yosys synthesis || 0.00160 mm2
|-
| Sum of negative setup slack || 0 ns
|-
| Cell internal power dissipation || 0.292 mW
|-
| Final antenna diode count || 0
|-
| Worst setup path class || reg2reg
|-
| Mean instance size in the synthesized netlist || 9.17 um2
|}
cell usage after synthesis (2+ instances only):
| library cell | number |
|---|---|
| and4_2 | 3 |
| clkbuf_8 | 3 |
| dfxtp_1 | 28 |
| nor3_1 | 11 |
| inv_1 | 5 |
| xor2_1 | 12 |
| and3_1 | 2 |
| nand3_1 | 13 |
| and4_1 | 2 |
| or3_1 | 3 |
| nor4_1 | 3 |
| o21ai_0 | 2 |
| a21oi_1 | 2 |
| xnor2_1 | 15 |
| clkbuf_1 | 3 |
| nand2_1 | 16 |
| or4_1 | 2 |
| a31oi_1 | 8 |
| nor2_1 | 10 |
| nand4_1 | 7 |
critical path: cells and delay by family (launching register included):
kind             cells  cell delay [ns]
AND-OR/OR-AND        1             0.45
flip-flops           1             0.45
AND/OR/NAND/NOR      5             1.68
final cells by class:
type,count,area (um2)
Timing Repair Buffer,1,10.0
Sequential cell,29,591
Clock inverter,1,5.00
Clock buffer,7,96.3
Tap cell,77,96.3
Multi-Input combinational cell,131,903
Fill cell,695,4740
Inverter,5,18.8
cells by family (layout without fill, tap and decap cells):
family	Yosys count	in the layout
buffers and inverters	15	14
DFF	29	29
xor gates and xnor gates	27	27
AOI/OAI and AO/OA	20	20
adders and majority gates	1	1
and+or+nand+nor	82	82
muxes	1	1
registers in the layout, summed over array words and instances (netlist names):
register	count
clk_1	1
cont	28
layer usage:
layer / up-vias / wire length, um / part of all wire (%)
li1: 631 / - / -
met1: 565 / 1550 / 52
met2: 9 / 1290 / 43
met3: 6 / 94 / 3.2
met4: 0 / 44 / 1.5
met5: - / 0 / 0
through the flow:
step / power (mW) / area (um2) / util [%]
after floorplan: 0.194 / 1600 / -
final: 0.365 / 1720 / 26.6
after global placement: 0.194 / 1620 / 25.1
after CTS: 0.370 / 1720 / 26.6
after detailed placement: 0.194 / 1620 / 25.1
after global routing: 0.377 / 1720 / 26.6
power by group through the flow:
| stage | clock (mW) | combinational, mW | sequential (mW) |
|---|---|---|---|
| final | 0.175 | 0.000000343 | 0.190 |
| after global routing | 0.187 | 0.000000343 | 0.190 |
| after CTS | 0.180 | 0.000000343 | 0.190 |
how the worst min path moves through the flow:
stage	endpoint	slack [ns]	depth (start not counted)
CTS	cont[24]	0.48	2
global route	cont[11]	0.50	1
finish	cont[24]	0.47	2
No activity file was given, so power comes from the tool's default toggle rates.
