`config.mk`:
```
export PLATFORM = sky130hd
export DESIGN_NAME = top_bluetooth
export DESIGN_NICKNAME = top_bluetooth
export VERILOG_FILES = /design/flow/design.v
export SDC_FILE = /design/flow/constraint.sdc
export NUM_CORES = 4
export LEC_CHECK = 1
export CORE_UTILIZATION = 30
```
`design.v`:
```
module uart_tx #(
    parameter CLOCK_FREQ = 32'd50_000_000,  
    parameter BAUD       = 32'd9600
)(
    input  wire clk,
    input  wire rst_n,      
    input  wire start,      
    input  wire [7:0] data,
    output reg  tx,         
    output reg  busy        
);
    localparam integer BAUD_TICKS = CLOCK_FREQ / BAUD;
    localparam integer CTR_WIDTH  = $clog2(BAUD_TICKS);
    reg [CTR_WIDTH-1:0] baud_cnt = 0;
    reg [3:0]           bit_cnt  = 0;    
    reg [9:0]           shift_reg = 10'b1111111111;  
    always @(posedge clk or negedge rst_n) begin
        if (!rst_n) begin
            tx        <= 1'b1;  
            busy      <= 1'b0;
            baud_cnt  <= {CTR_WIDTH{1'b0}};
            bit_cnt   <= 4'd0;
            shift_reg <= 10'b1111111111;
        end else begin
            if (!busy) begin
                tx <= 1'b1;
                if (start) begin
                    shift_reg <= {1'b1, data, 1'b0};
                    busy      <= 1'b1;
                    baud_cnt  <= {CTR_WIDTH{1'b0}};
                    bit_cnt   <= 4'd0;
                end
            end else begin
                if (baud_cnt == BAUD_TICKS - 1) begin
                    baud_cnt <= {CTR_WIDTH{1'b0}};
                    tx        <= shift_reg[0];
                    shift_reg <= {1'b1, shift_reg[9:1]};  
                    if (bit_cnt == 4'd9) begin
                        bit_cnt <= 4'd0;
                        busy    <= 1'b0;
                        tx      <= 1'b1;  
                    end else begin
                        bit_cnt <= bit_cnt + 1'b1;
                    end
                end else begin
                    baud_cnt <= baud_cnt + 1'b1;
                end
            end
        end
    end
endmodule
module top_bluetooth #(
    parameter CLOCK_FREQ = 32'd50_000_000,
    parameter BAUD       = 32'd9600
)(
    input  wire clk_50mhz,
    input  wire rst_n,
    input  wire trigger,    
    output wire bt_tx       
);
    HM10sender #(
        .CLOCK_FREQ(CLOCK_FREQ),
        .BAUD      (BAUD)
    ) sender_inst (
        .clk     (clk_50mhz),
        .rst_n   (rst_n),
        .trigger (trigger),
        .tx      (bt_tx)
    );
endmodule
module HM10sender #(
    parameter CLOCK_FREQ = 32'd50_000_000,
    parameter BAUD       = 32'd9600
)(
    input  wire clk,
    input  wire rst_n,
    input  wire trigger,    
    output wire tx          
);
    localparam integer MSG_LEN = 22;
    reg [7:0] msg [0:MSG_LEN-1];
    initial begin
        msg[0]  = "N";
        msg[1]  = "o";
        msg[2]  = " ";
        msg[3]  = "h";
        msg[4]  = "a";
        msg[5]  = "y";
        msg[6]  = " ";
        msg[7]  = "m";
        msg[8]  = "a";
        msg[9]  = "s";
        msg[10] = " ";
        msg[11] = "p";
        msg[12] = "o";
        msg[13] = "r";
        msg[14] = "c";
        msg[15] = "i";
        msg[16] = "o";
        msg[17] = "n";
        msg[18] = "e";
        msg[19] = "s";
        msg[20] = 8'h0D;  
        msg[21] = 8'h0A;  
    end
    reg        start = 1'b0;
    reg [7:0]  data  = 8'd0;
    wire       busy;
    uart_tx #(
        .CLOCK_FREQ(CLOCK_FREQ),
        .BAUD      (BAUD)
    ) uart_tx_inst (
        .clk   (clk),
        .rst_n (rst_n),
        .start (start),
        .data  (data),
        .tx    (tx),
        .busy  (busy)
    );
    reg trigger_d;
    always @(posedge clk or negedge rst_n) begin
        if (!rst_n)
            trigger_d <= 1'b0;
        else
            trigger_d <= trigger;
    end
    wire trigger_rise = (trigger == 1'b1) && (trigger_d == 1'b0);
    localparam [1:0]
        S_IDLE = 2'd0,
        S_LOAD = 2'd1,
        S_SEND = 2'd2,
        S_DONE = 2'd3;
    reg [1:0] state = S_IDLE;
    reg [4:0] index = 5'd0;
    always @(posedge clk or negedge rst_n) begin
        if (!rst_n) begin
            state <= S_IDLE;
            index <= 5'd0;
            start <= 1'b0;
            data  <= 8'd0;
        end else begin
            case (state)
                S_IDLE: begin
                    start <= 1'b0;
                    index <= 5'd0;
                    if (trigger_rise && !busy) begin
                        state <= S_LOAD;
                    end
                end
                S_LOAD: begin
                    if (!busy) begin
                        data  <= msg[index];
                        start <= 1'b1;    
                        state <= S_SEND;
                    end else begin
                        start <= 1'b0;
                    end
                end
                S_SEND: begin
                    start <= 1'b0;
                    if (!busy) begin
                        if (index == MSG_LEN - 1) begin
                            state <= S_DONE;
                        end else begin
                            index <= index + 1'b1;
                            state <= S_LOAD;
                        end
                    end
                end
                S_DONE: begin
                    if (!trigger) begin
                        state <= S_IDLE;
                    end
                end
                default: state <= S_IDLE;
            endcase
        end
    end
endmodule
```
`constraint.sdc`:
```
current_design top_bluetooth

set clk_period 2.5
set clk_io_pct 0.2

create_clock -name clk0 -period $clk_period [get_ports {clk_50mhz}]

set non_clock_inputs [all_inputs -no_clocks]
set_input_delay [expr $clk_period * $clk_io_pct] -clock clk0 $non_clock_inputs
set_output_delay [expr $clk_period * $clk_io_pct] -clock clk0 [all_outputs]
```
`run.sh`:
```
#!/bin/bash
# OpenROAD 26Q1-2900-gdf79404cd8, Yosys 0.63+post, stock flow scripts
make -C /OpenROAD-flow-scripts/flow DESIGN_CONFIG=/design/flow/config.mk WORK_HOME=/design/flow/orfs finish
```
==> results.py <==
# Auto-generated metrics
metrics = {
    "status": {
        "outcome": "completed",
    },
    "setup_path": {
        "reg2reg_slack_ps": 590,
        "ff2ff_path_depth": 6,
        "path_class": "register to register",
        "cp-end-kind": "register",
        "required_ps": 2680,
        "crit_fanout": 9,
        "crit_arrival_ps": 2090,
        "r2r-start": "sender_inst.index[1]$_DFFE_PN0P_",
        "startpoint_type": "register",
        "rr_endpoint": "sender_inst.index[0]$_DFFE_PN0P_",
    },
    "routing": {
        "wl_um": 4490,
        "maxUsedRoutingLayer": "met4",
        "ant_nets": 0,
        "wl_met1_um": 2420,
        "firstDrtPassIters": 4,
        "route.met2.wl_um": 1900,
        "wl_per_cell_um": 12.4,
        "num_vias": 1824,
        "drcViolationCount": 0,
        "wl_met3_um": 116,
        "antenna_cells": 0,
        "drt-initial-drc-count": 69,
        "viasPerCell": 5.02,
    },
    "logic_synthesis": {
        "yosysMostFrequentCell": "nand2_1",
        "top_cells_by_area": "dfrtp_1 34%, dfstp_2 10%, o21ai_0 5.4%, nand2_1 5.2%, ha_1 5.0%",
        "ys_seq_share_pct": 44.2,
        "synth_cells": 259,
        "top_cells_by_count": "35 x nand2_1, 34 x dfrtp_1, 27 x o21ai_0",
        "netlist.area_leader.share_pct": 33.8,
        "ys_cells": 259,
        "syn_area_mm2": 0.00252,
        "synth-seq-cells": 44,
        "synth-edff-count": 0,
        "synthArstFlopShare_pct": 100,
        "yosysChipArea_mm2": 0.00252,
        "ff_type": "dfrtp_1",
        "synth.largest_area_cell": "dfrtp_1",
        "ys_warn_count": 2,
        "netlist-cell-type-count": 51,
        "syn_area_per_cell_um2": 9.72,
    },
    "pwr": {
        "power.leakage_uw": 0.00116,
        "ir_worst_vdd_v": 0.000380,
        "power.density_mw_per_mm2": 793,
    },
    "cts": {
        "tritoncts": "done",
        "cts_root_buffer": "clkbuf_8",
        "cts_inserted_buffers": 5,
        "cts_resized": 0,
        "clock-sinks": 44,
        "ctsHoldBuffers": 0,
        "cts_buffer_depth": 2,
        "htree_num_levels": 2,
        "cts_setup_buffers": 0,
        "clk_pin_slew_ps": 80,
        "worstSkewPairLatency_ps": 290,
    },
    "layout": {
        "largest_reg_flops": 13,
        "area_growth_pct": 7.95,
        "finalCoreUtilization_pct": 33.2,
        "ff_latch_area_mm2": 0.00111,
        "drive_gt1_share_pct": 13.2,
        "num-fill-cells": 824,
        "finalNonFillerCells": 363,
        "logic_area_mm2": 0.00128,
    },
    "final_timing": {
        "post-route-min-period_ps": 1910,
        "fin_tns_setup_ps": 0,
        "hold_viol_final": 0,
        "setup_violations": 0,
        "rsz0062_at_grt": "no",
        "final-max-slew-violation-count": 0,
        "maxSlewHeadroom_pct": 62.5,
        "worst_pin_slew_ps": 562,
        "finalClockPeriodUsage_pct": 76.5,
        "clock.fmax_mhz": 523,
        "fin_worst_skew_ps": 5.22,
    },
    "die": {
        "dieArea_mm2": 0.00876,
        "core-area_mm2": 0.00818,
        "fp_util_pct": 30.8,
        "fp.dieW_um": 93.6,
        "io_pins": 4,
        "die_y_um": 93.6,
        "rows": 33,
    },
    "grt": {
        "grt_pass1_wl_um": 8200,
        "grt_start_max_net_pins": 45,
        "antenna_found_initial": 0,
        "grt_usage_pct": 11.7,
        "first_global_vias": 1768,
        "grt_overflow_total": 0,
    },
    "job": {
        "warnings": 31,
        "drv_cap": 0,
    },
    "min_path": {
        "hold_path.class": "input pin to asynchronous set/reset pin",
    },
    "placement": {
        "hpwlAfterDp_um": 3050,
        "port_buffers": 3,
        "dp.cells": 355,
        "globalplace.congestion": 0.871,
    },
}
[cell usage in the layout, fill, tap and decap left out, types with 9 or more instances in the layout]
| cell type | synthesis | final |
|---|---|---|
| a31oi_1 | 9 | 9 |
| dfrtp_1 | 34 | 34 |
| o21ai_0 | 27 | 27 |
| dfstp_2 | 10 | 10 |
| ha_1 | 10 | 10 |
| a21oi_1 | 13 | 13 |
| nor2_1 | 9 | 9 |
| inv_1 | 14 | 14 |
| mux2i_1 | 11 | 11 |
| nand2_1 | 35 | 35 |
[worst max-delay path by stage]
stage	start	end	slack, ps	cells past startpoint
6_report	sender_inst.index[1]$_DFFE_PN0P_	sender_inst.index[0]$_DFFE_PN0P_	590	6
5_1_grt	sender_inst.uart_tx_inst.baud_cnt[0]$_DFFE_PN0P_	sender_inst.uart_tx_inst.baud_cnt[8]$_DFFE_PN0P_	430	5
4_1_cts	sender_inst.index[1]$_DFFE_PN0P_	sender_inst.index[0]$_DFFE_PN0P_	590	6
[routing by layer]
layer / track usage [%] / vias up
li1: - / 930
met1: 18.7 / 872
met4: 1.03 / 0
met5: 0 / -
met2: 17.8 / 16
met3: 1.82 / 6
[power breakdown]
group	leakage, uW	internal [uW]	switching (uW)	total, uW
sequential	0.000551	890	191	1080
combinational	0.000560	266	326	591
clock	0.0000515	252	231	484
[logic make-up after synthesis]
group	after synthesis	synth area share, %
AND-OR/OR-AND	76	19.9
adder cells (fa/ha/maj)	10	4.97
buffers and inverters	28	4.92
flip-flops	44	44.2
multiplexers	15	6.61
AND/OR/NAND/NOR	86	19.3
[through the flow]
stage	setup WS, ps	instance area [um^2]	power [uW]	hold WS (ps)
floorplan	736	2520	1560	204
detailed placement	602	2620	1690	462
global placement	647	2620	1680	457
global route	432	2720	2330	320
finish	587	2720	2160	286
CTS	586	2720	2190	297
[worst max-delay path, cell delays in order (launching register included)]
cell and delay [ps]:
dfrtp_1 490, inv_1 150, ha_1 230, and4b_1 210, or2_1 240, a21o_1 220
mux2_2 260
[cell type report]
cell class                 count  area share [%]
multi-input combinational    187            47.1
sequential                    44            41.0
tap                          105            4.83
clock buffer                   8            3.68
inverter                      14            1.93
timing repair buffer           5            1.47
Power figures rest on the tool's default switching activity, not on a simulated workload.
